==> flow/design.v <==
module apb_gpio #(
  PDATA_SIZE = 8   
)
(
  input                         PRESETn,
                                PCLK,
  input                         PSEL,
  input                         PENABLE,
  input      [             3:0] PADDR,
  input                         PWRITE,
  input      [PDATA_SIZE/8-1:0] PSTRB,
  input      [PDATA_SIZE  -1:0] PWDATA,
  output reg [PDATA_SIZE  -1:0] PRDATA,
  output                        PREADY,
  output                        PSLVERR,
  output reg                    irq_o,
  input      [PDATA_SIZE  -1:0] gpio_i,
  output reg [PDATA_SIZE  -1:0] gpio_o,
                                gpio_oe
);
  localparam PADDR_SIZE = $bits(PADDR);
  localparam MODE      = 0,
             DIRECTION = 1,
             OUTPUT    = 2,
             INPUT     = 3,
             TR_TYPE   = 4,
             TR_LVL0   = 5,
             TR_LVL1   = 6,
             TR_STAT   = 7,
             IRQ_ENA   = 8;
  localparam INPUT_STAGES = 2;
  logic [PDATA_SIZE-1:0] mode_reg,
                         dir_reg,
                         out_reg,
                         in_reg,
                         tr_type_reg,
                         tr_lvl0_reg,
                         tr_lvl1_reg,
                         tr_stat_reg,
                         irq_ena_reg;
  logic [PDATA_SIZE-1:0] tr_in_dly_reg,
                         tr_rising_edge_reg,
                         tr_falling_edge_reg,
                         tr_status;
  logic [PDATA_SIZE-1:0] input_regs [INPUT_STAGES];
  function automatic is_read();
    return PSEL & PENABLE & ~PWRITE;
  endfunction : is_read
  function automatic is_write();
    return PSEL & PENABLE & PWRITE;
  endfunction : is_write
  function automatic is_write_to_adr(input [PADDR_SIZE-1:0] address);
    return is_write() & (PADDR == address);
  endfunction : is_write_to_adr
  function automatic [PDATA_SIZE-1:0] get_write_value (input [PDATA_SIZE-1:0] orig_val);
    for (int n=0; n < PDATA_SIZE/8; n++)
       get_write_value[n*8 +: 8] = PSTRB[n] ? PWDATA[n*8 +: 8] : orig_val[n*8 +: 8];
  endfunction : get_write_value
  function automatic [PDATA_SIZE-1:0] get_clearonwrite_value (input [PDATA_SIZE-1:0] orig_val);
    for (int n=0; n < PDATA_SIZE/8; n++)
       get_clearonwrite_value[n*8 +: 8] = PSTRB[n] ? orig_val[n*8 +: 8] & ~PWDATA[n*8 +: 8] : orig_val[n*8 +: 8];
  endfunction : get_clearonwrite_value
  assign PREADY  = 1'b1;  
  assign PSLVERR = 1'b0;  
  always @(posedge PCLK,negedge PRESETn)
    if      (!PRESETn              ) mode_reg <= {PDATA_SIZE{1'b0}};
    else if ( is_write_to_adr(MODE)) mode_reg <= get_write_value(mode_reg);
  always @(posedge PCLK,negedge PRESETn)
    if      (!PRESETn                   ) dir_reg <= {PDATA_SIZE{1'b0}};
    else if ( is_write_to_adr(DIRECTION)) dir_reg <= get_write_value(dir_reg);
  always @(posedge PCLK,negedge PRESETn)
    if      (!PRESETn                  ) out_reg <= {PDATA_SIZE{1'b0}};
    else if ( is_write_to_adr(OUTPUT) ||
              is_write_to_adr(INPUT )  ) out_reg <= get_write_value(out_reg);
  always @(posedge PCLK,negedge PRESETn)
    if      (!PRESETn                 ) tr_type_reg <= {PDATA_SIZE{1'b0}};
    else if ( is_write_to_adr(TR_TYPE)) tr_type_reg <= get_write_value(tr_type_reg);
  always @(posedge PCLK,negedge PRESETn)
    if      (!PRESETn                 ) tr_lvl0_reg <= {PDATA_SIZE{1'b0}};
    else if ( is_write_to_adr(TR_LVL0)) tr_lvl0_reg <= get_write_value(tr_lvl0_reg);
  always @(posedge PCLK,negedge PRESETn)
    if      (!PRESETn                 ) tr_lvl1_reg <= {PDATA_SIZE{1'b0}};
    else if ( is_write_to_adr(TR_LVL1)) tr_lvl1_reg <= get_write_value(tr_lvl1_reg);
  always @(posedge PCLK,negedge PRESETn)
    if      (!PRESETn                 ) tr_stat_reg <= {PDATA_SIZE{1'b0}};
    else if ( is_write_to_adr(TR_STAT)) tr_stat_reg <= get_clearonwrite_value(tr_stat_reg) | tr_status;
    else                                tr_stat_reg <= tr_stat_reg | tr_status;
  always @(posedge PCLK,negedge PRESETn)
    if      (!PRESETn                 ) irq_ena_reg <= {PDATA_SIZE{1'b0}};
    else if ( is_write_to_adr(IRQ_ENA)) irq_ena_reg <= get_write_value(irq_ena_reg);
  always @(posedge PCLK)
    case (PADDR)
      MODE     : PRDATA <= mode_reg;
      DIRECTION: PRDATA <= dir_reg;
      OUTPUT   : PRDATA <= out_reg;
      INPUT    : PRDATA <= in_reg;
      TR_TYPE  : PRDATA <= tr_type_reg;
      TR_LVL0  : PRDATA <= tr_lvl0_reg;
      TR_LVL1  : PRDATA <= tr_lvl1_reg;
      TR_STAT  : PRDATA <= tr_stat_reg;
      IRQ_ENA  : PRDATA <= irq_ena_reg;
      default  : PRDATA <= {PDATA_SIZE{1'b0}};
    endcase
  always @(posedge PCLK)
    for (int n=0; n<INPUT_STAGES; n++)
       if (n==0) input_regs[n] <= gpio_i;
       else      input_regs[n] <= input_regs[n-1];
  always @(posedge PCLK)
    in_reg <= input_regs[INPUT_STAGES-1];
  always @(posedge PCLK)
    for (int n=0; n<PDATA_SIZE; n++)
      gpio_o[n] <= mode_reg[n] ? 1'b0 : out_reg[n];
  always @(posedge PCLK)
    for (int n=0; n<PDATA_SIZE; n++)
      gpio_oe[n] <= dir_reg[n] & ~(mode_reg[n] ? out_reg[n] : 1'b0);
  always @(posedge PCLK)
    tr_in_dly_reg <= in_reg;
  always @(posedge PCLK, negedge PRESETn)
    if (!PRESETn) tr_rising_edge_reg <= {PDATA_SIZE{1'b0}};
    else          tr_rising_edge_reg <= in_reg & ~tr_in_dly_reg;
  always @(posedge PCLK, negedge PRESETn)
    if (!PRESETn) tr_falling_edge_reg <= {PDATA_SIZE{1'b0}};
    else          tr_falling_edge_reg <= tr_in_dly_reg & ~in_reg;
  always_comb
    for (int n=0; n<PDATA_SIZE; n++)
      case (tr_type_reg[n])
        0: tr_status[n] = (tr_lvl0_reg[n] & ~in_reg[n]) |
                          (tr_lvl1_reg[n] &  in_reg[n]);
        1: tr_status[n] = (tr_lvl0_reg[n] & tr_falling_edge_reg[n]) |
                          (tr_lvl1_reg[n] & tr_rising_edge_reg [n]);
      endcase
  always @(posedge PCLK, negedge PRESETn)
    if (!PRESETn) irq_o <= 1'b0;
    else          irq_o <= |(irq_ena_reg & tr_stat_reg);
endmodule
==> flow/run.sh <==
#!/bin/bash
# OpenROAD 26Q1-2900-gdf79404cd8, Yosys 0.63+post, stock flow scripts
make -C /OpenROAD-flow-scripts/flow DESIGN_CONFIG=/design/flow/config.mk WORK_HOME=/design/flow/orfs finish
==> flow/config.mk <==
export PLATFORM = sky130hd
export DESIGN_NAME = apb_gpio
export DESIGN_NICKNAME = apb_gpio
export VERILOG_FILES = /design/flow/design.v
export SDC_FILE = /design/flow/constraint.sdc
export NUM_CORES = 4
export LEC_CHECK = 1
export CORE_UTILIZATION = 30
export SYNTH_HDL_FRONTEND = slang
==> flow/constraint.sdc <==
current_design apb_gpio

set clk_period 1.4
set clk_io_pct 0.2

create_clock -name clk0 -period $clk_period [get_ports {PCLK}]

set non_clock_inputs [all_inputs -no_clocks]
set_input_delay [expr $clk_period * $clk_io_pct] -clock clk0 $non_clock_inputs
set_output_delay [expr $clk_period * $clk_io_pct] -clock clk0 [all_outputs]
==> reports/qor.csv <==
metric,value,unit
status,"complete, but fails checks",
failing checks,negative hold slack,
RR Endpoint,PRDATA[5],
total length of routed wires,12.4,mm
Cell Rows,48,
Reg power frac,45.8,%
startpoint types,input port,
drt via density,4.83,
IO Pins,53,
net switching power,0.00225,W
clock power share,43.6,%
slew of the pin with the lowest slew margin,0.550,ns
maximum vdd ir drop,0.00108,V
fin area,0.00730,mm²
Syn Area/Cell,13.4,µm²
cell type with the largest total area,dfrtp_1,
Switching Fraction,22.7,%
Int Pwr,0.00766,W
YS warnings,0,
reg-to-reg startpoint,mode_reg[5],
H-tree depth,4,
Die ar.,0.0185,mm²
WP data required,1.75,ns
placed cell areas,0.00657,mm²
Slew headroom,63.1,%
initial antenna violation count,0,
CP Launch Point,PADDR[3],
Final setup viols,0,
"Worst Path Class, Setup",input port to register,
Gate power share,10.6,%
floorplan utilization,30.9,%
Pleak,3.32,nW
remaining antenna violation count,0,
Fin Hold WS,-0.105,ns
hold crit path type,input port to async pin,
cell with the most instances after synthesis,dfrtp_1,
per-cell routed wire length,16.4,µm
"Power, Total",0.00992,W
ys flops,137,
# Cells Yosys,402,
via count,3660,
Final Hold Vio Count,81,
Synth async-reset ratio,59.1,%
grt ovf,0,
I/O Buffers,50,
max cap viols,0,
Biggest register,input_regs,
Top-area cell share,37.6,%
Max Clock Skew,0.00736,ns
synth cell count leaders,"81 x dfrtp_1, 66 x mux2_2, 56 x dfxtp_1",
period utilization,97.5,%
warning total across the stage logs,28,
dpl hpwl,8.11,mm
post-placement cell count,719,
number of flip-flops in the largest register,16,
CTS tree,done,
WP data arrival,1.71,ns
Placer Congestion,0.873,
RSZ-0062 raised after global routing,false,
Post-synth EDFFs,0,
# DRC,0,
distinct lib cells,46,
"Seq/Total Area, Yosys",58.4,%
R2R setup slack,0.05,ns
Num CTS Buffers,17,
largest net degree at the start of global routing,82,
Post-Synthesis Cells,402,
Tmin final,1.37,ns
Mapped Area,0.00539,mm²
Worst Path Max Fanout,11,
synthesis-to-finish area growth,35.4,%
Clock Tree Root,clkbuf_16,
clock sink count,137,
GRT Total Usage,14.8,%
clock latency (worst-skew pair),0.42,ns
Critical Path End Type,register,
die height,136,µm
worst setup path end,PRDATA[6],
first-pass GRT wire length,20.1,mm
CTS Buffer Depth,2,
Die W,136,µm
Final Max Tran Viols,0,
Post-synth top flop,dfrtp_1,
"non-filler cells, final",758,
post-route setup TNS,0,ns
number of global-route vias before repair,3632,
Detailed Routing Iterations Pass 1,5,
initial drt markers,218,
Yosys Chip Area,0.00539,mm²
R2R depth,3,
Core Region,0.0174,mm²
"CTS clk-pin slew, worst paths",0.05,ns
power density cells,1360,mW/mm²
achievable frequency,0.732,GHz
Top area cell types,"dfrtp_1 38%, dfxtp_1 21%, mux2_2 14%",
Antenna Cells,0,
share of cells above drive strength 1,36.6,%
[metal layers]
| metal | global-route usage (%) | wire length, µm |
|---|---|---|
| met1 | 22.6 | 5740 |
| met2 | 21.6 | 5620 |
| met5 | 0 | 0 |
| met3 | 4.26 | 797 |
| met4 | 2.41 | 238 |
[repair_timing]
action,in CTS,in global routing
pin swaps,4,3
gates cloned,2,0
setup buffers,5,0
endpoints found under the setup margin,97,3
resized,61,2
endpoints found under the hold margin,81,81
[placed cells by master, fill, tap and decap left out, types with 15 or more instances in the layout]
| cell type | instances |
|---|---|
| mux2_2 | 60 |
| nand3b_1 | 16 |
| nor2b_1 | 31 |
| clkdlybuf4s50_1 | 16 |
| buf_4 | 59 |
| dfrtp_1 | 81 |
| a21boi_0 | 15 |
| clkbuf_16 | 19 |
| dlygate4sd2_1 | 31 |
| dfxtp_1 | 49 |
[worst min-delay path by stage]
| stage | start | endpoint | slack [ns] | cells past startpoint |
|---|---|---|---|---|
| finish | PRESETn | mode_reg[4] | -0.10 | 2 |
| CTS | PRESETn | tr_falling_edge_reg[5] | -0.09 | 2 |
| global route | PRESETn | out_reg[4] | -0.08 | 2 |
[critical path: stages]
cell,delay [ns]
dlygate4sd2_1,0.25
buf_6,0.14
buf_4,0.16
nor3_2,0.43
buf_4,0.22
a22o_1,0.13
a2111o_1,0.09
[area by class of cell]
cell class / count / area, µm²
Clock inverter: 10 / 92.6
Timing Repair Buffer: 121 / 1110
Sequential cell: 137 / 3160
Clock buffer: 22 / 497
Inverter: 2 / 7.51
Multi-Input combinational cell: 241 / 2150
Fill cell: 1613 / 10100
Tap cell: 225 / 282
[per-stage QoR]
stage	worst slack (ns)	hold WS [ns]	util, %
2_1_floorplan	-0.0492	-0.0156	-
3_3_place_gp	-0.822	0.310	37.7
3_5_place_dp	-0.826	0.312	37.7
4_1_cts	0.00544	-0.0911	41.8
5_1_grt	0.0176	-0.0826	41.9
6_report	0.0347	-0.105	41.9
[power groups by stage]
stage / sequential (W) / combinational [W] / clock [W]
4_1_cts: 0.00454 / 0.00106 / 0.00444
5_1_grt: 0.00459 / 0.00115 / 0.00462
6_report: 0.00454 / 0.00105 / 0.00433
[cells by family after synthesis]
family | after synthesis | share of synthesized area, %
AND-OR/OR-AND | 59 | 8.52
buffers and inverters | 24 | 2.65
flip-flops | 137 | 58.4
multiplexers | 80 | 16.7
other | 2 | 0.139
AND/OR/NAND/NOR | 100 | 13.6
Power and IR drop assume default switching activity.
